## /design/flow/run.sh

```bash
#!/bin/bash
# OpenROAD 26Q1-2900-gdf79404cd8, Yosys 0.63+post, stock flow scripts
make -C /OpenROAD-flow-scripts/flow DESIGN_CONFIG=/design/flow/config.mk WORK_HOME=/design/flow/orfs finish
```

## /design/flow/config.mk

```make
export PLATFORM = sky130hd
export DESIGN_NAME = decoder_display
export DESIGN_NICKNAME = decoder_display
export VERILOG_FILES = /design/flow/design.v
export SDC_FILE = /design/flow/constraint.sdc
export NUM_CORES = 4
export LEC_CHECK = 1
export CORE_UTILIZATION = 50
```

## /design/flow/constraint.sdc

```tcl
current_design decoder_display

set clk_period 5.4
set clk_io_pct 0.2

create_clock -name clk0 -period $clk_period [get_ports {clk}]

set non_clock_inputs [all_inputs -no_clocks]
set_input_delay [expr $clk_period * $clk_io_pct] -clock clk0 $non_clock_inputs
set_output_delay [expr $clk_period * $clk_io_pct] -clock clk0 [all_outputs]
```

## /design/flow/design.v

```verilog
`timescale 1ns / 1ps
module decoder_display( error, r0, r1, r2, r3, r4, r5, r6, r7, state, clk, rst, seg_en, seg_out);
input [1 : 0] error;
input [5 : 0] r0, r1, r2, r3, r4, r5, r6, r7;
input clk;
input [3 : 0]state;
input rst;
reg clkout;
reg [2 : 0] scan_cnt;
parameter period = 200000;
output reg [7 : 0] seg_en;
output [7 : 0] seg_out;
reg [6 : 0] seg;
reg [31:0] cnt;
wire [5 : 0] result [7 : 0];
assign result[0] = r0;
assign result[1] = r1;
assign result[2] = r2;
assign result[3] = r3;
assign result[4] = r4;
assign result[5] = r5;
assign result[6] = r6;
assign result[7] = r7;
assign seg_out = {1'b1, ~seg[6 : 0]};
always @(scan_cnt) begin
    case (scan_cnt)
        0: seg_en = 8'b0111_1111;
        1: seg_en = 8'b1011_1111;
        2: seg_en = 8'b1101_1111;
        3: seg_en = 8'b1110_1111;
        4: seg_en = 8'b1111_0111;
        5: seg_en = 8'b1111_1011;
        6: seg_en = 8'b1111_1101;
        7: seg_en = 8'b1111_1110;
        default: seg_en = 8'b1111_1111;
    endcase
end
always @(scan_cnt)
begin
    case(error)
    0:
    if(scan_cnt < state)
    case (result[scan_cnt])
        6'b000000: seg = 7'b0111111; 
        6'b000001: seg = 7'b0000110; 
        6'b000010: seg = 7'b1011011; 
        6'b000011: seg = 7'b1001111; 
        6'b000100: seg = 7'b1100110; 
        6'b000101: seg = 7'b1101101; 
        6'b000110: seg = 7'b1111101; 
        6'b000111: seg = 7'b0100111; 
        6'b001000: seg = 7'b1111111; 
        6'b001001: seg = 7'b1101111; 
        6'b001010: seg = 7'b1110111; 
        6'b001011: seg = 7'b1111100; 
        6'b001100: seg = 7'b0111001; 
        6'b001101: seg = 7'b1011110; 
        6'b001110: seg = 7'b1111001; 
        6'b001111: seg = 7'b1110001; 
        6'b010000: seg = 7'b0111101; 
        6'b010001: seg = 7'b1110110; 
        6'b010010: seg = 7'b0001111; 
        6'b010011: seg = 7'b0001110; 
        6'b010100: seg = 7'b1110101; 
        6'b010101: seg = 7'b0111000; 
        6'b010110: seg = 7'b0110111; 
        6'b010111: seg = 7'b1010100; 
        6'b011000: seg = 7'b1011100; 
        6'b011001: seg = 7'b1110011; 
        6'b011010: seg = 7'b1100111; 
        6'b011011: seg = 7'b0110001; 
        6'b011100: seg = 7'b1001001; 
        6'b011101: seg = 7'b1111000; 
        6'b011110: seg = 7'b0111110; 
        6'b011111: seg = 7'b0011100; 
        6'b100000: seg = 7'b1111110; 
        6'b100001: seg = 7'b1100100; 
        6'b100010: seg = 7'b1101110; 
        6'b100011: seg = 7'b1011010; 
        default: seg = 7'b0000000;
    endcase
    else
        seg = 7'b0000000;
    1:
        case(scan_cnt)
            0: seg = 7'b1100010;
            1: seg = 7'b1010100;
            2: seg = 7'b1100010;
            default: seg = 7'b0000000;
        endcase
    2:
        case(scan_cnt)
            0:seg = 7'b1110001;
            1:seg = 7'b0111110;
            2:seg = 7'b0111000;
            3:seg = 7'b0111000;
            default: seg = 7'b0000000;
        endcase
    endcase
end
always @(posedge clkout, posedge rst)
begin
    if(rst)
    scan_cnt <= 0;
    else
    scan_cnt <= scan_cnt + 1;
end
always @(posedge clk, posedge rst)
if(rst)
begin
    clkout <= 0;
    cnt <= 0;
end
else 
if(cnt == (period >> 1) - 1)
begin
    clkout <= ~clkout;
    cnt <= 0;
end
else
    cnt <= cnt + 1;
endmodule
```

==> results.env <==
ENABLE_FLOP_CELLS=0
WHS_ENDPOINT='cnt[31]'
FINISH.INSTANCE_AREA_SQ_UM=3930
FLOORPLAN.ROWS=28
WARNING_COUNT=39
TNS_NS=0
WORSTSETUPPATHTYPE='flop to flop'
SETUP_VIOL=0
GR-USAGE-MET3_PCT=4.33
WORSTPATHCELLLIST='ha_1 > nand3_1 > nor4_2 > nand4_1 > nor2_1 > nand4_1 > xnor2_1'
CTS_MAX_PATH_BUFFERS=2
STATUS='finished, final reports clean'
MET1_USAGE_PCT=37.2
WORST-ENDPOINT-REQUIRED_NS=5.56
SYNTH-ASYNC-RESET-RATIO_PCT=83.7
BOUNDARYPINS=72
SLOWEST_CELL_ON_THE_CRITICAL_PATH='sky130_fd_sc_hd__nor4_2'
MOST_COMMON_CELL='sky130_fd_sc_hd__dfrtp_1'
P_PER_AREA_nW_PER_UM2=138
GPL.FINAL_WEIGHTED_CONGESTION=0.895
POST_SYNTH_MOST_FREQUENT_CELLS='sky130_fd_sc_hd__dfrtp_1, sky130_fd_sc_hd__nor2_1, sky130_fd_sc_hd__inv_1'
MAPPEDNETLISTAREA_SQ_UM=3140
OVERFLOW=0
FINAL-MAX-SLEW-VIOLATION-COUNT=0
CLKSLEWWORSTSETUPHOLDPATHS_NS=0.06
PLACE.DETAILED.INSTANCES=497
TIMING.FINAL.HOLD_VIOLATIONS=0
POSTSYNTHCELLCOUNT=365
DRT_PASS1_ITERATIONS=6
WIRE_PER_INST_UM=15.2
ROUTE.ANTENNA.DIODE_COUNT=0
ROUTE.DETAILED.DRC=0
WORST-PATH-MAX-FANOUT=6
ROUTED_WIRELENGTH_MM=7.66
ANTENNA_VIOLATIONS_BEFORE_REPAIR=0
STDCELL_COUNT=504
POSTCTSRESIZEDCELLS=0
TIMING.REG2REG.SETUP_SLACK_NS=3.19
FINCLKSKEW_NS=0.00532
MIN-DELAY-START='cnt[31]'
CRITPATHARRIVALTIME_NS=2.38
GRT_SETUP_UNREPAIRED='no'
TIMING.REG2REG.WORST_PATH_DEPTH=7
MAXCLOCKFREQUENCY_MHz=452
CRIT_FAMILY='simple AND/OR/NAND/NOR gates'
DIE_H_UM=81.2
POST_SYNTHESIS_CELL_TYPE_COUNT=65
BUSIEST_LAYER='met2'
STATIC-LEAKAGE-POWER_uW=0.00168
TRITONCTS.NUM_BUFFERS=5
SYNTH_FLOPS=43
FIRST_GLOBAL_VIAS=2659
WORSTHOLDPATHTYPE='flop to flop'
CRIT_PATH_FREQUENT_CELL='sky130_fd_sc_hd__nand4_1'
DIE-AREA_SQ_UM=6600
TRITONCTS='built'
GRT_MAX_DEGREE=37
SYNTH.LARGEST_AREA_CELL='sky130_fd_sc_hd__dfrtp_1'
DOMINANTREGCELLSYNTH='sky130_fd_sc_hd__dfrtp_1'
DR_ITER_0_VIOLS=118
FIRST_PASS_GRT_WIRE_LENGTH_MM=12.4
SYNTH_STAT.CELLS=365
UNCONSTRAINED_ENDPOINTS=25
PORTBUFFERS=70
PLACED_CELL_AREA_SQ_UM=3840
CTS_MAX_LEVEL=2
WORSTREG2REGEND='cnt[26]'
GLOBAL_ROUTE.USAGE.MET2_PCT=40.8
TOP_CELL_AREA_SHARE_PCT=28.7
TIMING.HOLD.WS_NS=0.474
CTS_HOLD_REPAIR.BUFFERS=0
VDD.IR_DROP.WORST_mV=0.232
TIMING.RR.START='cnt[0]'
CTS_POST_SETUP_BUFFERS_INSERTED=0
CRITPATHBUFINV=0
MAX_STAGE_DELAY_NS=0.56
POST_SYNTHESIS_CHIP_AREA_FROM_YOSYS_SQ_UM=3140
INITIAL_CORE_UTIL_PCT=52.4
DIE_X_UM=81.2
NUMBER_OF_WARNINGS_ISSUED_BY_YOSYS=1
FINAL_UTIL_PCT=65.5
MAX_SLEW_MARGIN_PCT=45.9
CLOCK_ROOT_BUFFER='sky130_fd_sc_hd__clkbuf_8'
HPWL_DETAILED_MM=5.76
CORE_AREA_SQ_UM=5990
YS_TOP_CELLS_BY_AREA='sky130_fd_sc_hd__dfrtp_1, sky130_fd_sc_hd__ha_1, sky130_fd_sc_hd__xnor2_1'
HOLDPATHSTAGES=1
LAYOUT-AREA-OVERHEAD-VS-SYNTH_PCT=25.0
CRITPATHCAPTURETYPE='flop'
UNCLOCKED_REGS=10
GRT.TOTAL_USAGE_PCT=25.2
MAX_SLEW.WORST_PIN.SLEW_NS=0.812
MAX-CAP-VIOLATIONS=0
SHARE_OF_FINAL_LAYOUT_STANDARD_CELLS_STRONGER_THAN_DRIVE_STRENGTH_1_PCT=4.90
TIMING.CRITICAL_PATH.FROM_TYPE='flop'
MIN_PERIOD_NS=2.21
ROUTE.DETAILED.VIAS_PER_INST=5.71
FIN_CRIT_SH_PCT=41.0
CLOCK_INSERTION_DELAY_WORST_SKEW_NS=0.27
DETAILROUTE.VIA_COUNT=2879
DETAIL-ROUTE-ANTENNA-NETS=0
SYNTH.AVG_CELL_AREA_SQ_UM=8.60
==> per-layer routing <==
metal,up-vias,wire [um]
li1,1444,-
met2,94,3540
met1,1330,3510
met3,11,494
met5,-,0
met4,0,117
==> layout by cell type, fill, tap and decap left out, drive strengths merged, types with 3 or more instances in the layout <==
cell	instances
nor3	7
nand4	8
inv	30
a222oi	3
nor2b	9
nand3b	3
xor2	14
a31oi	9
o211ai	9
clkbuf	7
and4	3
dlxtn	7
nor2	37
o21ai	16
and3	3
nand2	24
nand3	21
clkdlybuf4s50	70
nand2b	4
dfrtp	36
or3	5
xnor2	16
nor4	7
a21oi	16
a221o	3
ha	20
a22oi	7
==> stage by stage <==
| step | setup WS [ns] | total power, uW |
|---|---|---|
| after floorplan | 3.49 | 314 |
| after global placement | 3.26 | 367 |
| after detailed placement | 3.19 | 367 |
| after CTS | 3.18 | 547 |
| after global routing | 2.92 | 568 |
| final | 3.19 | 541 |
==> state kept, by name (all words and copies together) (netlist names) <==
signal,count
clkout,1
cnt,32
scan_cnt,3
seg,7
==> final cells by class <==
class	instances	area, sq um
flip-flops and latches	43	1010
fillers	471	2070
clock buffers	7	86.3
inverters	30	113
multi-input cells	278	1920
repair buffers	71	708
well taps	75	93.8
==> cell families (layout without fill, tap and decap cells) <==
kind of cell	after synthesis	in the layout	share of synthesized area, %
and+or+nand+nor	136	136	23.0
AOI/OAI and AO/OA	89	89	21.0
buffers and inverters	44	108	6.85
DFF	36	36	28.7
xor gates and xnor gates	30	30	8.37
adders and majority gates	20	20	7.97
latches	7	7	3.35
muxes	2	2	0.638
other	1	1	0.119
==> worst max path at each step <==
| stage | end | slack (ns) | cells after the start | startpoint |
|---|---|---|---|---|
| after CTS | cnt[26] | 3.18 | 7 | cnt[0] |
| after global routing | cnt[26] | 2.92 | 7 | cnt[0] |
| final | cnt[26] | 3.19 | 7 | cnt[0] |
==> worst register-to-register path, delay by kind of cell, from the launching register on <==
| family | cells | cell delay, ns |
|---|---|---|
| adder cells (fa/ha/maj) | 1 | 0.20 |
| flip-flops | 1 | 0.38 |
| AND/OR/NAND/NOR | 5 | 1.39 |
| XOR/XNOR | 1 | 0.14 |
==> where the power goes <==
group / total (uW) / internal (uW) / switching (uW)
logic: 112 / 60.8 / 51.1
clock network: 178 / 101 / 76.9
registers: 252 / 251 / 0.243
Power figures rest on the tool's default switching activity, not on a simulated workload.
