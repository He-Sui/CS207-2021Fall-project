===== design.v =====
`timescale 1ns / 1ps
module encoder_display(
    input clk,
    input rst,
    input [3:0] state,
    input [7:0] b0,b1,b2,b3,b4,b5,b6,b7,
    output reg [7:0] seg_en,
    output reg [7:0] seg_out   
);
reg clkout;
reg [31:0] cnt;
reg [2:0] scan_cnt;
parameter period = 200000;
always @ (posedge clk or posedge rst) begin  
            if(rst) begin
                cnt<= 0;
                clkout<=0;
            end
            else begin
                if(cnt == (period>>1)-1) begin
                   clkout <= ~clkout;
                   cnt <= 0;
                end
                else 
                    cnt <= cnt+1;
            end
        end
always @ (posedge clkout or posedge rst) begin  
    if(rst)
        scan_cnt <= 0;
    else begin 
        scan_cnt <= scan_cnt + 1;
        if(scan_cnt == 3'd7)
            scan_cnt <= 0;
    end
end
always @ (scan_cnt) begin  
       case (scan_cnt)
           3'b000: seg_en = ~8'b1000_0000;
           3'b001: seg_en = ~8'b0100_0000;
           3'b010: seg_en = ~8'b0010_0000;
           3'b011: seg_en = ~8'b0001_0000;
           3'b100: seg_en = ~8'b0000_1000;
           3'b101: seg_en = ~8'b0000_0100;
           3'b110: seg_en = ~8'b0000_0010;
           3'b111: seg_en = ~8'b0000_0001;
           default : seg_en = ~8'b0000_0000;
       endcase
   end
always @ (scan_cnt,state) begin
    case(state)
        0:seg_out = ~8'b0000_0000; 
        1:case(scan_cnt)
            0:seg_out = b0; 
            default: seg_out = ~8'b0000_0000;
          endcase
        2:case(scan_cnt)
            0:seg_out = b0; 
            1:seg_out = b1; 
            default: seg_out = ~8'b0000_0000;
          endcase
        3:case(scan_cnt)                    
            0:seg_out = b0; 
            1:seg_out = b1; 
            2:seg_out = b2; 
            default: seg_out = ~8'b0000_0000;
          endcase                     
        4:case(scan_cnt)
            0:seg_out = b0; 
            1:seg_out = b1; 
            2:seg_out = b2; 
            3:seg_out = b3; 
            default: seg_out = ~8'b0000_0000;
           endcase
        5:case(scan_cnt)
            0:seg_out = b0; 
            1:seg_out = b1; 
            2:seg_out = b2; 
            3:seg_out = b3; 
            4:seg_out = b4; 
            default: seg_out = ~8'b0000_0000;
            endcase
        6:case(scan_cnt)
            0:seg_out = b0; 
            1:seg_out = b1; 
            2:seg_out = b2; 
            3:seg_out = b3; 
            4:seg_out = b4; 
            5:seg_out = b5; 
            default: seg_out = ~8'b0000_0000;
            endcase
        7:case(scan_cnt)
            0:seg_out = b0; 
            1:seg_out = b1; 
            2:seg_out = b2; 
            3:seg_out = b3; 
            4:seg_out = b4; 
            5:seg_out = b5; 
            6:seg_out = b6; 
            default: seg_out = ~8'b0000_0000;
            endcase
        8:case(scan_cnt)
            0:seg_out = b0; 
            1:seg_out = b1; 
            2:seg_out = b2; 
            3:seg_out = b3; 
            4:seg_out = b4; 
            5:seg_out = b5; 
            6:seg_out = b6; 
            7:seg_out = b7; 
            default: seg_out = ~8'b0000_0000;
            endcase
        endcase
   end     
endmodule

===== run.sh =====
#!/bin/bash
# OpenROAD 26Q1-2900-gdf79404cd8, Yosys 0.63+post, stock flow scripts
make -C /OpenROAD-flow-scripts/flow DESIGN_CONFIG=/design/flow/config.mk WORK_HOME=/design/flow/orfs finish

===== config.mk =====
export PLATFORM = sky130hd
export DESIGN_NAME = encoder_display
export DESIGN_NICKNAME = encoder_display
export VERILOG_FILES = /design/flow/design.v
export SDC_FILE = /design/flow/constraint.sdc
export NUM_CORES = 4
export LEC_CHECK = 1
export CORE_UTILIZATION = 30

===== constraint.sdc =====
current_design encoder_display

set clk_period 5.4
set clk_io_pct 0.2

create_clock -name clk0 -period $clk_period [get_ports {clk}]

set non_clock_inputs [all_inputs -no_clocks]
set_input_delay [expr $clk_period * $clk_io_pct] -clock clk0 $non_clock_inputs
set_output_delay [expr $clk_period * $clk_io_pct] -clock clk0 [all_outputs]

==> flow_summary.json <==
{
  "dr_total_vias": 3763,
  "status": "finished clean",
  "tns_ns": 0,
  "clk_pin_slew_worst_paths_ns": 0.05,
  "ys_ff": 44,
  "maxCapViolCount": 0,
  "ys_chip_area_um2": 3390,
  "portBuffers": 85,
  "async_flop_share": 0.818,
  "min_period_over_period": 0.385,
  "top_area_cell": "dfrtp_1",
  "drtAntennaViolNets": 0,
  "pre_cts_slack_ns": 3.35,
  "wl_mm": 11.7,
  "log.warning_count": 29,
  "leakagePower_nw": 1.83,
  "post_cts.repair.setup_buffers": 0,
  "insertion_delay_ns": 0.27,
  "hold_class": "reg2reg",
  "critPathKind": "reg2reg",
  "top_layer": "met4",
  "overflow": 0,
  "die_h_um": 108,
  "ys_cells": 432,
  "dieArea_um2": 11700,
  "route.met3.wl_mm": 1.13,
  "hold_buffers": 0,
  "grt_pass1_vias": 3568,
  "slew_viol_final": 0,
  "cp_data_required_time_ns": 5.51,
  "cts_buffer_depth": 2,
  "drt_iter0_drc": 322,
  "dp_hpwl_mm": 8.41,
  "n_antenna_cell": 0,
  "synthTopCellsByCount": "nand2_1, nor2_1, dfrtp_1, o21ai_0, nand3_1",
  "initial_core_util": 0.310,
  "dr.pass1.iters": 5,
  "grt_usage": 0.203,
  "edf_count": 0,
  "finalClockSkew_ns": 0.00376,
  "final_hold_viol_count": 0,
  "crit_fanout": 10,
  "post_drt_wl_per_cell_um": 18.0,
  "startpoint_type": "register",
  "setup_viol": 0,
  "yosysMostFrequentCell": "nand2_1",
  "rows": 38,
  "vdd_drop_max_uv": 167,
  "grt_pass1_wl_mm": 18.4,
  "grt_max_degree": 50,
  "final_cells": 649,
  "cts-root-buf": "clkbuf_16",
  "arrival_ns": 2.19,
  "synth.area.top_cells": "dfrtp_1, nand2_1, xnor2_1",
  "syn_area_um2": 3390,
  "gp_congestion": 0.889,
  "cts_max_level": 2,
  "rsz0062_at_grt": "no",
  "vias_per_cell": 5.80,
  "top_area_frac": 0.266,
  "synth_area_per_cell_um2": 7.85,
  "ys_types": 54,
  "cts_tree": "yes",
  "cts_resized": 0,
  "yosysWarningCount": 1,
  "power_density_nw_per_um2": 142,
  "untimed_endpoints": 27,
  "die_x_um": 108,
  "antenna_found_initial": 0,
  "area_delta_synth_final_pct": 33.0,
  "drive_above_1_share": 0.0530,
  "max_freq_ghz": 0.481,
  "cts_buffers": 5,
  "fill_cells": 1056,
  "place_inst": 641,
  "pin_count": 86,
  "met1_length_mm": 5.09,
  "synthCells": 432,
  "crit_path_end_kind": "register",
  "unclocked_regs": 11,
  "slew_headroom": 0.292,
  "placed_cell_area_um2": 4370,
  "setup_slack_ns": 3.32,
  "tightest_slew_ns": 1.05,
  "layout_min_cycle_time_ns": 2.08,
  "wl_met2_mm": 5.24,
  "stdcell_area_um2": 4510,
  "core_region_area_um2": 10900,
  "ff_type": "dfrtp_1",
  "remaining_drc_errors": 0
}
[final timing paths]
path,from,endpoint,slack [ns],cells past startpoint
hold / removal,cnt[31],cnt[31],0.48,1
setup reg to reg,cnt[0],clkout,3.32,4
min in group asynchronous,rst,cnt[2],1.21,3
max in group asynchronous,rst,cnt[28],3.87,3
setup / recovery,cnt[0],clkout,3.32,4
hold reg to reg,cnt[31],cnt[31],0.48,1
[cell usage in the layout (no fill, tap or decap), types with 8 or more instances in the layout]
| cell type | n |
|---|---|
| dlxtn_1 | 8 |
| nor4b_1 | 9 |
| dfrtp_1 | 36 |
| inv_1 | 17 |
| nor2_1 | 39 |
| a222oi_1 | 8 |
| nor4_1 | 12 |
| nand3_1 | 20 |
| a21oi_1 | 18 |
| xor2_1 | 14 |
| a31oi_1 | 14 |
| nor3_1 | 14 |
| nand4_1 | 9 |
| a22oi_1 | 9 |
| xnor2_1 | 17 |
| o21ai_0 | 24 |
| buf_4 | 10 |
| nand2_1 | 45 |
| clkdlybuf4s50_1 | 85 |
[final cells by class]
class	count	area [um^2]	share of cell area
clock buffer	6	129	0.0286
clock inverter	2	10.0	0.00222
inverter	17	63.8	0.0142
multi-input combinational	345	2180	0.484
sequential	44	1020	0.226
tap	140	175	0.0389
timing repair buffer	95	926	0.205
[flip-flops by register name, indices dropped and copies added, names as in the netlist]
register	count
clkout	1
seg_out	8
scan_cnt	3
cnt	32
[metal layers]
metal | up-vias | GRT usage
met2 | 190 | 0.310
met4 | 0 | 0.0386
met1 | 1769 | 0.312
met3 | 20 | 0.0270
met5 | - | 0
li1 | 1784 | -
[report_power, final]
| part | internal, mW | total (mW) | leakage (nW) | switching [mW] |
|---|---|---|---|---|
| Clock | 0.169 | 0.263 | 0.0706 | 0.0942 |
| Combinational | 0.0716 | 0.122 | 1.20 | 0.0503 |
| Sequential | 0.255 | 0.256 | 0.559 | 0.000789 |
[metrics by stage]
stage	hold WS [ns]	total power, mW	util
after floorplan	0.443	0.304	-
after global placement	0.465	0.381	0.400
after detailed placement	0.472	0.380	0.400
after CTS	0.484	0.646	0.412
after global routing	0.509	0.668	0.412
final	0.483	0.640	0.412
[cell families (layout without fill, tap and decap cells)]
family | Yosys count | after routing | synth area share
AND/OR/NAND/NOR | 184 | 184 | 0.281
AND-OR/OR-AND | 120 | 120 | 0.247
buffers and inverters | 43 | 120 | 0.0546
flip-flops | 36 | 36 | 0.266
XOR/XNOR | 31 | 31 | 0.0801
latches | 8 | 8 | 0.0354
adder cells (fa/ha/maj) | 7 | 7 | 0.0258
multiplexers | 3 | 3 | 0.00960
[critical path, stage by stage (launching register included)]
cell and delay (ns):
dfrtp_1 0.39, ha_1 0.22, nand4_1 0.31, nor4_2 0.88
xor2_1 0.13
Power and IR drop assume default switching activity.
